### ./design.v
module simple_cpu(
    input wire clk,           
    input wire reset,         
    output reg [7:0] pc       
);
    localparam LOAD  = 4'b0001;
    localparam STORE = 4'b0010;
    localparam ADD   = 4'b0011;
    localparam JUMP  = 4'b0100;
    reg [7:0] R0;  
    reg [7:0] R1;  
    reg [7:0] memory [0:15];  
    reg [7:0] ir;  
    wire [3:0] opcode = ir[7:4];  
    wire [3:0] operand = ir[3:0];  
    always @(posedge clk or posedge reset) begin
        if (reset) begin
            pc <= 8'b0;  
        end else begin
            case (opcode)
                JUMP: pc <= operand;  
                default: pc <= pc + 1;  
            endcase
        end
    end
    always @(posedge clk) begin
        if (!reset) begin
            ir <= memory[pc];  
            case (opcode)
                LOAD: R0 <= memory[operand];  
                STORE: memory[operand] <= R0;  
                ADD: R0 <= R0 + R1;  
                JUMP: ;  
                default: ;  
            endcase
        end
    end
endmodule
### ./run.sh
#!/bin/bash
# OpenROAD 26Q1-2900-gdf79404cd8, Yosys 0.63+post, stock flow scripts
make -C /OpenROAD-flow-scripts/flow DESIGN_CONFIG=/design/flow/config.mk WORK_HOME=/design/flow/orfs finish
### ./config.mk
export PLATFORM = sky130hd
export DESIGN_NAME = simple_cpu
export DESIGN_NICKNAME = simple_cpu
export VERILOG_FILES = /design/flow/design.v
export SDC_FILE = /design/flow/constraint.sdc
export NUM_CORES = 4
export LEC_CHECK = 1
export CORE_UTILIZATION = 30
### ./constraint.sdc
current_design simple_cpu

set clk_period 3.3
set clk_io_pct 0.2

create_clock -name clk0 -period $clk_period [get_ports {clk}]

set non_clock_inputs [all_inputs -no_clocks]
set_input_delay [expr $clk_period * $clk_io_pct] -clock clk0 $non_clock_inputs
set_output_delay [expr $clk_period * $clk_io_pct] -clock clk0 [all_outputs]
==> notes.md <==
Summary of the current implementation state.

- The post-cts repair resize count is 0, for reference.
- The total half-perimeter wirelength after legalization and detailed placement is between 9000 and 10000 microns, for reference.
- The area fraction in mux cells is 0.215, for reference.
- The total via count after detailed routing is 3619, for reference.
- Looking at the setup timing report, the critical path kind is flop to primary output.
- The leftover overflow at the end of global routing is 0, for reference.
- Per the layout area report, the combinational gate area comes to 2130 sq um.
- In the log, the iteration count for the first detailed-route pass is 18.
- At the worst endpoint, the arrival time is 1910 ps.
- The storage element area is roughly 4500 sq um, for reference.
- The most common logic cells in the final layout are edfxtp_1 (144), mux4_2 (64), a22oi_1 (32).
- The top-area cell type share of the netlist area is 0.636, for reference.
- After the first detailed-routing iteration, the DRC count stood at roughly 300.
- Summed over all cells, the static leakage comes to roughly 2.5 nW.
- The switching power is roughly 0.0022 W, for reference.
- The average wire per standard cell is approximately 23 microns, for reference.
- The flop-to-flop setup slack is approximately 1000 ps, for reference.
- The wire length reported by the detailed router is around 15000 microns, for reference.
- The post-synthesis area per instance is roughly 19 sq um, for reference.
- Per the TritonCTS log, the buffer count is 17.
- At the end of routability-driven placement, the weighted congestion stood at 0.856.
- Setup violations remaining at the end of the flow were counted as 0.
- Per the layout report, the design carries around 2000 filler cells.
- The total power density per cell area is roughly 860 nW/um^2, for reference.
- The number of hold buffers added after cts is 0, for reference.
- The proportion of power drawn by flip-flops and latches is 0.393, for reference.
- In this run the clock root is driven by a clkbuf_16.
- The clock-pin slew on the worst setup and hold paths is about 60 ps, for reference.
- The number of enable-type register cells in the synthesized netlist is around 140, for reference.
- The post-synthesis cell count from yosys is 356, for reference.
- The number of instances in the synthesized netlist is 356, for reference.
- Per the synthesis report, the XOR/XNOR share of the synthesized area is 0.00387.
- The first global-routing pass estimated 23700 microns of wire.
- For the finished layout, the period the worst path requires is between 2000 and 3000 ps.
- The fraction of final layout cells sized beyond drive strength 1 is 0.318, for reference.
- STA classifies the critical path endpoint as a primary output.
- The critical path data required time is between 2000 and 3000 ps, for reference.
- Per the cell usage report, the commonest logic cell in the layout is edfxtp_1.
- The initial antenna violation count is 0, for reference.
- The cell with the largest stage delay on the worst path is dfrtp_2, for reference.
- The startpoint of the most critical setup path is pc[0], for reference.
- Between clock sinks in the finished design, the worst skew comes to ~7.1 ps.
- The number of I/O port buffers is 9, for reference.
- The class of the worst hold path is flop to flop, for reference.
- The tally of unique sky130hd cells used after synthesis is 32, for reference.
- The number of sinks driven by the clock tree is about 150, for reference.
- Along the worst path, the maximum fanout reaches 24.
- The logs give a warning total of 25.
- Nets still carrying antenna violations after routing amount to 0.
- STA classifies the critical path startpoint as a flop.
- Across every metal layer, demand over resource in global routing totals 0.147.
- At the pin with the least slew margin, the transition time is ~810 ps.
- The final total power is about 0.0068 W, for reference.
- The share of the clock period used by the worst path after layout is 0.779, for reference.
- Post-synthesis, Yosys gives the total cell area as 6800 sq um.
- Per the OpenROAD floorplan log, the area of the die is 23300 sq um.
- The number of global-route vias before repair is 4010.
- The switching share of power is 0.321, for reference.
- The area of the placeable core is 22000 sq um, for reference.
- The flop and latch count out of synthesis is approximately 150, for reference.
- Per the synthesis report, the AND-OR/OR-AND share of the synthesized area is 0.0412.
- The critical path crosses 2 cells after its start point.
- Setup slack closes at roughly 730 ps.
- The largest voltage drop on the vdd net is between 0.4 and 0.5 mV, for reference.
- STA on the placed design reports a worst setup slack of roughly 570 ps.
- The number of warning messages in the yosys log is 9, for reference.
- The maximum number of pins on one net before global-route repair is around 40, for reference.
- The launch point of the worst register-to-register path is recorded as ir[1].
- Counting both buffers and inverters, the worst setup path holds a total of 2.
- The vias per cell is approximately 5.4, for reference.
- The cell taking the most area after synthesis is edfxtp_1, for reference.
- The main area contributors are edfxtp_1 (64%), mux4_2 (21%), a22oi_1 (3.5%).
- The timing report attributes the biggest portion of critical-path delay to buffers and inverters.
- Walking the worst path, the cells encountered are buf_12 > clkdlybuf4s50_1.
- Per the repair_timing log after CTS, setup buffers inserted total 0.
- Yosys shows that the main logic family after synthesis is multiplexers.
- The initial core utilization is 0.309, for reference.
- Per Yosys stat, the portion of area used by sequential elements is 0.666.
- In this run, the synthesized area fraction spent on and/or/nand/nor cells is recorded as 0.0484.
- Checking max transition, the worst relative margin is 0.461.
- The number of max-cap violations is 0, for reference.
- For this design the top-level I/O count stands at 10.
- CTS reports a maximum clock tree buffer depth of 2.
- The total count of max-transition violations in the final report is 0, for reference.
- The setup TNS is 0 ps, for reference.
- The CTS tree is done, for reference.
- In the final report, the number of hold violations comes to 0.
- The clock latency on the worst-skew pair is between 400 and 500 ps, for reference.
- The highest clock frequency the design can meet is 389 MHz, for reference.
- The path depth of the worst reg2reg path is 4, for reference.
- The area growth from synthesis to final layout is 16.3%, for reference.
- On the worst path, the slowest cell contributes a delay of around 710 ps.
- The internal power is about 0.0046 W, for reference.
- The most frequently used flop master after synthesis is edfxtp_1, for reference.
- The combined area of all synthesized cells is slightly below 7000 sq um, for reference.
- The floorplan die height is between 150 and 200 microns, for reference.
- The post-synthesis share of cell area spent on full adders, half adders and majority gates is 0.00184, for reference.
- After detailed routing, the number of remaining DRC violations is 0.
- The die is ~150 microns wide.
- OpenSTA lists the critical path endpoint as pc[0].
- The count of antenna diodes in the layout is 0, for reference.
- The share of total power in combinational logic is 0.321, for reference.
- The share of async-settable or async-resettable flops after synthesis is 0.0526, for reference.
- The clock H-tree reported by CTS has 4 levels.
- Setup repair after global routing left no endpoint under its margin.
- The flow ran to the end, and the final reports show no timing, DRC or antenna violations.
- The capture point of the worst register-to-register path is recorded as memory[5][0].
- The number of standard-cell rows in the floorplan is ~54, for reference.
- The power report attributes to the clock group a share of 0.286.
-- cells in the mapped netlist, types with 6 or more instances --
master,number
a22oi_1,32
buf_2,6
clkbuf_1,10
dfrtp_1,8
edfxtp_1,144
mux4_2,64
nand2_1,22
nor2_1,7
nor3_1,10
-- power groups by stage --
stage                 combinational, W  clock (W)  sequential (W)
after global routing           0.00234    0.00205         0.00270
after CTS                      0.00221    0.00197         0.00266
final                          0.00218    0.00194         0.00266
-- cell families (layout without fill, tap and decap cells) --
family,after synthesis,count (layout)
muxes,66,66
buffers and inverters,31,65
and+or+nand+nor,63,63
DFF,152,152
xor gates and xnor gates,3,3
AOI/OAI and AO/OA,40,40
adders and majority gates,1,1
-- flip-flops by register name, summed over array words and instances (netlist names) --
register and count:
ir 8, memory 128, pc 8, R0 8
-- metrics by stage --
step | utilization | area (sq um) | hold WS (ps) | std cells
4_1_cts | 0.359 | 7910 | 572 | 670
2_1_floorplan | - | 6800 | 499 | 356
3_5_place_dp | 0.332 | 7310 | 561 | 639
3_3_place_gp | 0.332 | 7310 | 538 | 639
5_1_grt | 0.359 | 7910 | 596 | 670
6_report | 0.359 | 7910 | 567 | 670
-- worst min-delay path by stage --
stage / from / to / slack [ps] / cells past startpoint
after global routing: pc[7] / pc[7] / 600 / 2
after CTS: pc[7] / pc[7] / 570 / 2
final: pc[7] / pc[7] / 570 / 2
-- routing by layer --
layer / routed length, microns / global-route usage / vias to the layer above / share of wire
met5: 0 / 0.0145 / - / 0
met4: 289 / 0.0265 / 0 / 0.019
met3: 1840 / 0.0869 / 18 / 0.12
met2: 7450 / 0.229 / 192 / 0.49
met1: 5720 / 0.185 / 1859 / 0.37
li1: - / - / 1550 / -
-- worst min-delay path: stages (launching register included) --
cell     delay, ps
dfrtp_1        360
or3_1          110
a21oi_1         60
-- layout make-up --
| class | count | area share |
|---|---|---|
| Multi-Input combinational cell | 173 | 0.269 |
| Tap cell | 280 | 0.0443 |
| Timing Repair Buffer | 30 | 0.0361 |
| Clock inverter | 14 | 0.0223 |
| Sequential cell | 152 | 0.572 |
| Clock buffer | 17 | 0.0538 |
| Inverter | 4 | 0.00190 |
Power figures rest on the tool's default switching activity, not on a simulated workload.
